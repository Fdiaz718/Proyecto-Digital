==> ./design.v <==
module control_div (
    input wire clk,
    input wire reset,
    input wire start,
    input wire div_zero,
    input wire R_gte_B,
    output reg load,
    output reg subtract,
    output reg inc_Q,
    output reg busy,
    output reg done
);
    localparam [2:0] 
        IDLE       = 3'd0,
        LOAD       = 3'd1,
        CHECK_ZERO = 3'd2,
        CHECK      = 3'd3,
        SUBTRACT   = 3'd4,
        DONE_ST    = 3'd5;
    reg [2:0] state, next_state;
    always @(posedge clk or posedge reset) begin
        if (reset)
            state <= IDLE;
        else
            state <= next_state;
    end
    always @(*) begin
        next_state = state;
        case (state)
            IDLE: begin
                if (start)
                    next_state = LOAD;
            end
            LOAD: begin
                next_state = CHECK_ZERO;
            end
            CHECK_ZERO: begin
                if (div_zero)
                    next_state = DONE_ST;
                else
                    next_state = CHECK;
            end
            CHECK: begin
                if (R_gte_B)
                    next_state = SUBTRACT;
                else
                    next_state = DONE_ST;
            end
            SUBTRACT: begin
                next_state = CHECK;
            end
            DONE_ST: begin
                next_state = IDLE;
            end
            default: begin
                next_state = IDLE;
            end
        endcase
    end
    always @(*) begin
        load = 1'b0;
        subtract = 1'b0;
        inc_Q = 1'b0;
        busy = 1'b0;
        done = 1'b0;
        case (state)
            IDLE: begin
                busy = 1'b0;
                done = 1'b0;
            end
            LOAD: begin
                load = 1'b1;
                busy = 1'b1;
            end
            CHECK_ZERO: begin
                busy = 1'b1;
            end
            CHECK: begin
                busy = 1'b1;
            end
            SUBTRACT: begin
                subtract = 1'b1;
                inc_Q = 1'b1;
                busy = 1'b1;
            end
            DONE_ST: begin
                done = 1'b1;
                busy = 1'b0;
            end
            default: begin
                busy = 1'b0;
                done = 1'b0;
            end
        endcase
    end
endmodule
module div_top (
    input  wire        clk,
    input  wire        reset,
    input  wire        start,
    input  wire [7:0]  A,
    input  wire [7:0]  B,
    output wire [7:0]  Q,
    output wire [7:0]  R,
    output wire        busy,
    output wire        done,
    output wire        div_zero
);
    wire load;
    wire subtract;
    wire inc_Q;
    wire R_gte_B;
    dp_div datapath (
        .clk(clk),
        .reset(reset),
        .A_in(A),
        .B_in(B),
        .load(load),
        .subtract(subtract),
        .inc_Q(inc_Q),
        .Q(Q),
        .R(R),
        .div_zero(div_zero),
        .R_gte_B(R_gte_B)
    );
    control_div fsm (
        .clk(clk),
        .reset(reset),
        .start(start),
        .div_zero(div_zero),
        .R_gte_B(R_gte_B),
        .load(load),
        .subtract(subtract),
        .inc_Q(inc_Q),
        .busy(busy),
        .done(done)
    );
endmodule
module dp_div (
    input wire clk,
    input wire reset,
    input wire [7:0] A_in,
    input wire [7:0] B_in,
    input wire load,
    input wire subtract,
    input wire inc_Q,
    output reg [7:0] Q,
    output reg [7:0] R,
    output wire div_zero,
    output wire R_gte_B
);
    reg [7:0] B_reg;
    assign div_zero = (B_reg == 8'd0);
    assign R_gte_B = (R >= B_reg);
    always @(posedge clk or posedge reset) begin
        if (reset) begin
            Q <= 8'd0;
            R <= 8'd0;
            B_reg <= 8'd0;
        end 
        else begin
            if (load) begin
                R <= A_in;
                Q <= 8'd0;
                B_reg <= B_in;
            end
            if (subtract) begin
                R <= R - B_reg;
            end
            if (inc_Q) begin
                Q <= Q + 1;
            end
        end
    end
endmodule
==> ./run.sh <==
#!/bin/bash
# OpenROAD 26Q1-2900-gdf79404cd8, Yosys 0.63+post, stock flow scripts
make -C /OpenROAD-flow-scripts/flow DESIGN_CONFIG=/design/flow/config.mk WORK_HOME=/design/flow/orfs finish
==> ./config.mk <==
export PLATFORM = sky130hd
export DESIGN_NAME = div_top
export DESIGN_NICKNAME = div_top
export VERILOG_FILES = /design/flow/design.v
export SDC_FILE = /design/flow/constraint.sdc
export NUM_CORES = 4
export LEC_CHECK = 1
export CORE_UTILIZATION = 30
==> ./constraint.sdc <==
current_design div_top

set clk_period 4.3
set clk_io_pct 0.2

create_clock -name clk0 -period $clk_period [get_ports {clk}]

set non_clock_inputs [all_inputs -no_clocks]
set_input_delay [expr $clk_period * $clk_io_pct] -clock clk0 $non_clock_inputs
set_output_delay [expr $clk_period * $clk_io_pct] -clock clk0 [all_outputs]
==> run_summary.xml <==
<?xml version="1.0" encoding="UTF-8"?>
<metrics>
  <group name="worst_setup_path">
    <metric name="cp-end-kind" unit="">primary output</metric>
    <metric name="cp.required" unit="ps">3440</metric>
    <metric name="worstSetupStartpointType" unit="">register</metric>
    <metric name="cp_max_fo" unit="">2</metric>
    <metric name="series_of_cell_instances_along_the_critical_path" unit="">or4_1 &gt; nor2_1 &gt; clkdlybuf4s50_1</metric>
    <metric name="critical_path.startpoint" unit="">datapath.B_reg[6]</metric>
    <metric name="worst_path_max_delay_cell" unit="">sky130_fd_sc_hd__or4_1</metric>
    <metric name="critical_path.max_stage_delay" unit="ps">570</metric>
    <metric name="r2r_start" unit="">datapath.R[0]</metric>
    <metric name="criticalPathCategory" unit="">reg -&gt; out</metric>
    <metric name="critPathArrivalTime" unit="ps">1870</metric>
    <metric name="critical-path-top-delay-family" unit="">simple AND/OR/NAND/NOR gates</metric>
    <metric name="path_buffers" unit="">1</metric>
  </group>
  <group name="cts">
    <metric name="clock_tree.buffer_depth" unit="">2</metric>
    <metric name="cts_repair_resize_count" unit="">0</metric>
    <metric name="clock_sinks" unit="">30</metric>
    <metric name="clock-root-buffer" unit="">sky130_fd_sc_hd__clkbuf_8</metric>
    <metric name="clk_pin_slew" unit="ps">60</metric>
    <metric name="total_number_of_h_tree_levels" unit="">2</metric>
    <metric name="post_cts_hold_buffer_count" unit="">0</metric>
    <metric name="cts_buffers" unit="">5</metric>
    <metric name="clock_insertion_delay_worst_skew" unit="ps">270</metric>
    <metric name="post_cts_buffers" unit="">0</metric>
    <metric name="cts_tree" unit="">yes</metric>
  </group>
  <group name="synth">
    <metric name="synthesized_registers" unit="">30</metric>
    <metric name="synthDominantCellAreaShare" unit="">0.4407</metric>
    <metric name="synth_warnings" unit="">2</metric>
    <metric name="synth_cell_type_count" unit="">39</metric>
    <metric name="post_synth_tally_of_flip_flops_with_integrated_enable" unit="">0</metric>
    <metric name="top_cells_by_area_in_the_synthesized_netlist" unit="">sky130_fd_sc_hd__dfrtp_1 44%, sky130_fd_sc_hd__ha_1 6.8%, sky130_fd_sc_hd__o21ai_0 6.7%, sky130_fd_sc_hd__nand2_1 5.5%, sky130_fd_sc_hd__mux2i_1 3.0%</metric>
    <metric name="syn_area_per_cell" unit="µm²">9.573</metric>
    <metric name="post_synth_inst_count" unit="">172</metric>
    <metric name="netlist.top_cell.by_area" unit="">sky130_fd_sc_hd__dfrtp_1</metric>
    <metric name="yosys-stat-cells" unit="">172</metric>
    <metric name="synthesized_area" unit="µm²">1647</metric>
    <metric name="ys_async_sr_fraction" unit="">1.000</metric>
    <metric name="yosys-stat-area" unit="µm²">1647</metric>
    <metric name="synth.yosys.seq_area_share" unit="">0.4567</metric>
    <metric name="flop_cell" unit="">sky130_fd_sc_hd__dfrtp_1</metric>
  </group>
  <group name="power_and_ir_drop">
    <metric name="post-layout-total-power" unit="mW">0.5128</metric>
    <metric name="seq_power_share" unit="">0.551</metric>
    <metric name="total_power_divided_by_cell_area" unit="nW/µm²">235.8</metric>
    <metric name="pwr-share-comb" unit="">0.044</metric>
    <metric name="leakage" unit="nW">0.9652</metric>
    <metric name="max-vdd-ir-drop" unit="µV">118.0</metric>
    <metric name="share_clk_of_total_power" unit="">0.405</metric>
    <metric name="p_int" unit="mW">0.4120</metric>
    <metric name="switching_share" unit="">0.1964</metric>
    <metric name="switching_power" unit="mW">0.1007</metric>
  </group>
  <group name="floorplan">
    <metric name="die_height" unit="µm">76.09</metric>
    <metric name="placeableCoreArea" unit="µm²">5205</metric>
    <metric name="fp-utilization" unit="">0.3163</metric>
    <metric name="core.rowCount" unit="">26</metric>
    <metric name="die-width" unit="µm">76.09</metric>
    <metric name="chip_area" unit="µm²">5789</metric>
    <metric name="top_level_ports" unit="">38</metric>
  </group>
  <group name="sta">
    <metric name="post-route-min-period" unit="ps">2726</metric>
    <metric name="max_slew_violation_count" unit="">0</metric>
    <metric name="timing.final.crit_share" unit="">0.6340</metric>
    <metric name="max_clock_freq" unit="GHz">0.3668</metric>
    <metric name="remaining_max_slew_budget_at_the_tightest_pin" unit="">0.6179</metric>
    <metric name="number_of_hold_violations_in_the_final_report" unit="">0</metric>
    <metric name="worst_slew_pin_slew" unit="ps">573.1</metric>
    <metric name="setup_repair_after_global_routing_missed_its_margin" unit="">no</metric>
    <metric name="clock_skew" unit="ps">4.863</metric>
    <metric name="tns" unit="ps">0</metric>
    <metric name="report.final.setup_viol" unit="">0</metric>
  </group>
  <group name="global_routing">
    <metric name="number_of_global_route_vias_before_repair" unit="">1335</metric>
    <metric name="grt_max_usage_layer" unit="">met2</metric>
    <metric name="routing_usage_on_met1" unit="">0.1943</metric>
    <metric name="grt_first_pass_wirelength" unit="mm">6.113</metric>
    <metric name="gr-usage-met3" unit="">0.03528</metric>
    <metric name="grt_max_degree" unit="">31</metric>
    <metric name="global_route.overflow_total" unit="">0</metric>
    <metric name="grtUsageTotal" unit="">0.1331</metric>
    <metric name="initial_antenna_violation_count" unit="">0</metric>
    <metric name="grt_use_met2" unit="">0.2109</metric>
  </group>
  <group name="cells_and_area">
    <metric name="lay_top_count" unit="">sky130_fd_sc_hd__clkdlybuf4s50_1</metric>
    <metric name="post_route_cells_drive_above_1_share" unit="">0.06103</metric>
    <metric name="final_cell_area" unit="µm²">2175</metric>
    <metric name="area_delta_synth_final" unit="%">32.07</metric>
    <metric name="most-common-layout-cells" unit="">37 x sky130_fd_sc_hd__clkdlybuf4s50_1, 29 x sky130_fd_sc_hd__dfrtp_1, 24 x sky130_fd_sc_hd__nand2_1</metric>
    <metric name="final.fill_count" unit="">534</metric>
  </group>
  <group name="detailed_routing">
    <metric name="post-route-drc-count" unit="">0</metric>
    <metric name="drt-initial-drc-count" unit="">49</metric>
    <metric name="routed_via_density" unit="">4.735</metric>
    <metric name="drtPass1Iterations" unit="">4</metric>
    <metric name="number_of_nets_with_antenna_violations_after_detailed_routing" unit="">0</metric>
    <metric name="finalWirelength" unit="mm">3.451</metric>
    <metric name="diodes" unit="">0</metric>
    <metric name="vias" unit="">1340</metric>
    <metric name="detail_route.wl_per_cell" unit="µm">12.19</metric>
  </group>
  <group name="placement">
    <metric name="hpwl" unit="mm">2.503</metric>
    <metric name="dpl_cell_area" unit="µm²">2095</metric>
    <metric name="numPortBuffers" unit="">37</metric>
    <metric name="globalplace.congestion" unit="">0.8290</metric>
  </group>
  <group name="flow_run">
    <metric name="drv_cap" unit="">0</metric>
    <metric name="warnings" unit="">25</metric>
  </group>
  <group name="hold_path">
    <metric name="hold_startpoint" unit="">fsm.state[4]</metric>
    <metric name="timing.hold.worst.class" unit="">reg -&gt; reg</metric>
  </group>
  <group name="run_status">
    <metric name="outcome" unit="">completed</metric>
  </group>
</metrics>
-- worst register-to-register path: cells and delay by family, from the launching register on --
kind / cells / cell delay, ps
fa+ha+maj: 2 / 590
flops: 1 / 370
buf+inv: 2 / 160
simple gates: 1 / 110
compound gates: 3 / 850
-- layout make-up --
cell class                 instances  area [µm²]  share of cell area
multi-input combinational        124       824.5              0.3792
tap                               70       87.58             0.04028
inverter                          12       45.04             0.02071
clock buffer                       8       80.08             0.03682
timing repair buffer              39       385.4              0.1772
sequential                        30       752.0              0.3458
-- cells by family (layout without fill, tap and decap cells) --
logic type,Yosys count,after routing,share of synthesized area
xor gates and xnor gates,5,5,0.02659
DFF,30,30,0.4567
AOI/OAI and AO/OA,47,47,0.1900
muxes,9,9,0.05775
buffers and inverters,18,59,0.04255
adders and majority gates,10,10,0.08055
and+or+nand+nor,53,53,0.1459
-- per-stage QoR --
stage / hold slack, ps / utilization / setup slack, ps / instances
after floorplan: 348.7 / - / 2333 / 172
after global placement: 444.8 / 0.4024 / 1847 / 275
after detailed placement: 453.1 / 0.4024 / 1844 / 275
after CTS: 467.1 / 0.4178 / 1539 / 283
after global routing: 490.6 / 0.4178 / 1484 / 283
final: 459.4 / 0.4178 / 1574 / 283
-- power by group through the flow --
stage	sequential (mW)	clock, mW	combinational, mW
CTS	0.282	0.218	0.0235
global route	0.282	0.230	0.0253
finish	0.282	0.208	0.0227
-- cells in the mapped netlist (all sizes together) (2+ instances only) --
library cell	number
a21o	5
inv	12
nor2	10
dfrtp	29
o21a	2
o2111a	2
a211oi	2
nor2b	2
or4	2
a21oi	4
mux2	4
ha	9
clkbuf	3
o21ai	22
buf	3
mux2i	5
nand3	7
nand2	24
nor3	3
xor2	4
-- final timing paths --
check | endpoint | slack [ps] | cells after the start
min reg2reg | fsm.state[0] | 460 | 1
min in group asynchronous | datapath.Q[7] | 960 | 3
max | div_zero | 1570 | 3
min | fsm.state[0] | 460 | 1
max in group asynchronous | fsm.state[0] | 3020 | 3
max reg2reg | datapath.R[6] | 2110 | 8
-- layer usage --
layer  wire [µm]  share of wire
met5           0              0
met4          38          0.011
met3         203          0.059
met2        1551           0.45
met1        1658           0.48
No activity file was given, so power comes from the tool's default toggle rates.
